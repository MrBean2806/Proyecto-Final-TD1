## /design/flow/run.sh

```bash
#!/bin/bash
# OpenROAD 26Q1-2900-gdf79404cd8, Yosys 0.63+post, stock flow scripts
make -C /OpenROAD-flow-scripts/flow DESIGN_CONFIG=/design/flow/config.mk WORK_HOME=/design/flow/orfs finish
```

## /design/flow/config.mk

```make
export PLATFORM = sky130hd
export DESIGN_NAME = BCD_7segmentos
export DESIGN_NICKNAME = BCD_7segmentos
export VERILOG_FILES = /design/flow/design.v
export SDC_FILE = /design/flow/constraint.sdc
export NUM_CORES = 4
export LEC_CHECK = 1
export CORE_AREA = 10 10 70 70
export DIE_AREA = 0 0 80 80
export SYNTH_HDL_FRONTEND = slang
```

## /design/flow/constraint.sdc

```tcl
current_design BCD_7segmentos

set clk_period 2.1
set clk_io_pct 0.2

create_clock -name clk0 -period $clk_period

set non_clock_inputs [all_inputs -no_clocks]
set_input_delay [expr $clk_period * $clk_io_pct] -clock clk0 $non_clock_inputs
set_output_delay [expr $clk_period * $clk_io_pct] -clock clk0 [all_outputs]
```

## /design/flow/design.v

```verilog
module BCD_7segmentos(
	input [4:0] bcd,
	output reg [6:0] segmentos  
);
always@(bcd)	begin
	case(bcd)
		5'b00000: segmentos <= 7'b1111110; 
		5'b00001: segmentos <= 7'b0110000; 
		5'b00010: segmentos <= 7'b1101101; 
		5'b00011: segmentos <= 7'b1111001; 
		5'b00100: segmentos <= 7'b0110011; 
		5'b00101: segmentos <= 7'b1011011; 
		5'b00110: segmentos <= 7'b1011111; 
		5'b00111: segmentos <= 7'b1110000; 
		5'b01000: segmentos <= 7'b1111111; 
		5'b01001: segmentos <= 7'b1111011; 
		5'b01010: segmentos <= 7'b1110111; 
		5'b01011: segmentos <= 7'b0011111; 
		5'b01100: segmentos <= 7'b1001110; 
		5'b01101: segmentos <= 7'b0111101; 
		5'b01110: segmentos <= 7'b1001111; 
		5'b01111: segmentos <= 7'b1000111;
		5'b10000: segmentos <= 7'b0000000;
		5'b10001: segmentos <= 7'b0000001;
		default: segmentos <= 7'b0000000;
	endcase
end
endmodule
```

==> impl_metrics.xml <==
<?xml version="1.0" encoding="UTF-8"?>
<metrics>
  <group name="run_status">
    <metric name="status" unit="">complete, no violations</metric>
  </group>
  <group name="logic_synthesis">
    <metric name="syn-mean-instance-area" unit="um^2">7.76</metric>
    <metric name="ys_types" unit="">22</metric>
    <metric name="share_of_yosys_cell_area_claimed_by_the_top_area_cell_type" unit="">0.287</metric>
    <metric name="synth_sequential_area_ratio" unit="">0</metric>
    <metric name="synth_area" unit="um^2">349</metric>
    <metric name="yosys-stat-cells" unit="">45</metric>
    <metric name="ys_chip_area" unit="um^2">349</metric>
    <metric name="yosys.area.top_type" unit="">sky130_fd_sc_hd__ha_1</metric>
    <metric name="topCellsByArea" unit="">sky130_fd_sc_hd__ha_1 (29%), sky130_fd_sc_hd__buf_6 (9.7%), sky130_fd_sc_hd__a21oi_1 (5.7%), sky130_fd_sc_hd__nor2_1 (5.4%), sky130_fd_sc_hd__a2111oi_2 (4.3%)</metric>
    <metric name="synthTopCellsByCount" unit="">sky130_fd_sc_hd__ha_1 (8), sky130_fd_sc_hd__nor2_1 (5), sky130_fd_sc_hd__a21oi_1 (4), sky130_fd_sc_hd__nand2_1 (4), sky130_fd_sc_hd__buf_6 (3)</metric>
    <metric name="count_of_warnings_emitted_by_yosys" unit="">0</metric>
    <metric name="netlist_instances" unit="">45</metric>
    <metric name="synthMostInstantiatedCell" unit="">sky130_fd_sc_hd__ha_1</metric>
  </group>
  <group name="drt">
    <metric name="drt-initial-drc-count" unit="">5</metric>
    <metric name="drt-vias-per-instance" unit="">3.50</metric>
    <metric name="route.detailed.wl_per_inst" unit="um">9.58</metric>
    <metric name="remaining_drc_errors" unit="">0</metric>
    <metric name="routed_wirelength" unit="mm">1.13</metric>
    <metric name="route.vias.total" unit="">413</metric>
    <metric name="drtPass1Iterations" unit="">2</metric>
    <metric name="postRouteAntennaNets" unit="">0</metric>
    <metric name="diodes" unit="">0</metric>
  </group>
  <group name="timing">
    <metric name="final-max-slew-violation-count" unit="">0</metric>
    <metric name="worstMarginPinSlew" unit="ns">0.346</metric>
    <metric name="final_critical_delay_including_setup_and_external_delays" unit="ns">2.04</metric>
    <metric name="setup_ws" unit="ns">0.0566</metric>
    <metric name="rsz0062_at_grt" unit="">no</metric>
    <metric name="relSlewSlack" unit="">0.769</metric>
    <metric name="number_of_hold_violations_in_the_final_report" unit="">0</metric>
    <metric name="fin_tns_setup" unit="ns">0</metric>
    <metric name="timing.fmax" unit="MHz">489</metric>
    <metric name="report.final.setup_viol" unit="">0</metric>
    <metric name="layout_worst_path_cycle_share" unit="">0.973</metric>
  </group>
  <group name="power">
    <metric name="p_sw" unit="mW">0.0500</metric>
    <metric name="vdd.ir_drop.worst" unit="mV">0.0632</metric>
    <metric name="internal_power" unit="mW">0.0665</metric>
    <metric name="p_total" unit="mW">0.117</metric>
    <metric name="static-leakage-power" unit="nW">0.315</metric>
    <metric name="power.density_cell_area" unit="nW/um^2">170</metric>
    <metric name="power.share.sequential" unit="">0</metric>
    <metric name="switching_share" unit="">0.429</metric>
    <metric name="combinationalPowerShare" unit="">1.000</metric>
    <metric name="power.clock.fraction" unit="">0</metric>
  </group>
  <group name="global_route">
    <metric name="first_pass_grt_wire_length" unit="mm">1.80</metric>
    <metric name="grt_antenna_before_repair" unit="">0</metric>
    <metric name="grt_start_max_net_pins" unit="">10</metric>
    <metric name="via_count_of_the_first_global_routing_pass" unit="">390</metric>
    <metric name="grt_use_total" unit="">0.0332</metric>
    <metric name="grt_overflow_total" unit="">0</metric>
  </group>
  <group name="setup_path">
    <metric name="cp_data_arrival_time" unit="ns">1.62</metric>
    <metric name="worst_ep_required_time" unit="ns">1.68</metric>
    <metric name="timing.critical_path.to_type" unit="">output port</metric>
    <metric name="worstPathMaxFanout" unit="">8</metric>
    <metric name="timing.setup.critical_path_class" unit="">primary input to output port</metric>
    <metric name="worstSetupStartpointType" unit="">primary input</metric>
  </group>
  <group name="floorplan">
    <metric name="die_area" unit="um^2">6400</metric>
    <metric name="core-area" unit="um^2">3420</metric>
    <metric name="row_count" unit="">21</metric>
    <metric name="die_width" unit="um">80</metric>
    <metric name="boundaryPins" unit="">12</metric>
    <metric name="initial_core_util" unit="">0.102</metric>
    <metric name="die_height" unit="um">80</metric>
  </group>
  <group name="job">
    <metric name="maxCapViolCount" unit="">0</metric>
    <metric name="warning_count" unit="">40</metric>
  </group>
  <group name="finish">
    <metric name="ff_count" unit="">0</metric>
    <metric name="final_cells" unit="">118</metric>
    <metric name="postLayoutCoreUtil" unit="">0.201</metric>
    <metric name="layout-drive-gt1-share" unit="">0.486</metric>
    <metric name="flop_area" unit="um^2">0</metric>
    <metric name="nClkBuffers" unit="">0</metric>
    <metric name="area_growth" unit="%">96.4</metric>
  </group>
  <group name="clock_tree">
    <metric name="postCtsHoldBufs" unit="">0</metric>
  </group>
  <group name="place">
    <metric name="dpl.cell_count" unit="">114</metric>
    <metric name="dpl_worst_slack" unit="ns">-0.559</metric>
    <metric name="routabilityCongestion" unit="">0.768</metric>
    <metric name="dpl.hpwl" unit="um">878</metric>
    <metric name="number_of_input_and_output_port_buffers_inserted" unit="">12</metric>
  </group>
  <group name="hold_path">
    <metric name="holdCritPathClass" unit="">primary input to output port</metric>
    <metric name="whs_path_depth" unit="">4</metric>
  </group>
</metrics>
==> power groups by stage <==
stage / sequential, mW / combinational (mW) / clock [mW]
finish: 0 / 0.117 / 0
global route: 0 / 0.130 / 0
CTS: 0 / 0.115 / 0
==> cell usage in the layout, fill, tap and decap left out, types with 3 or more instances in the layout <==
cell type,netlist,final
sky130_fd_sc_hd__nor2_1,5,5
sky130_fd_sc_hd__buf_6,3,3
sky130_fd_sc_hd__nand2_1,4,4
sky130_fd_sc_hd__ha_1,8,5
sky130_fd_sc_hd__buf_4,0,16
sky130_fd_sc_hd__dlygate4sd2_1,0,7
==> worst max-delay path, cell delays in order <==
cell and delay, ns:
sky130_fd_sc_hd__dlygate4sd2_1 0.24, sky130_fd_sc_hd__buf_6 0.13, sky130_fd_sc_hd__buf_4 0.13, sky130_fd_sc_hd__buf_4 0.13, sky130_fd_sc_hd__a211oi_1 0.27, sky130_fd_sc_hd__a211oi_2 0.06
sky130_fd_sc_hd__dlygate4sd2_1 0.24
==> layer usage <==
metal  vias up  routed length [um]  track usage
li1        218                   -            -
met1       186                 599       0.0514
met2         9                 445       0.0465
met3         0                  85      0.00909
met4         0                   0            0
met5         -                   0            0
==> cell families (layout without fill, tap and decap cells) <==
group	after synthesis	in the layout	synth area share
adder cells (fa/ha/maj)	8	8	0.287
multiplexers	2	2	0.0717
AND-OR/OR-AND	12	12	0.265
buffers and inverters	6	33	0.133
AND/OR/NAND/NOR	17	17	0.244
==> per-stage QoR <==
step | hold WS (ns) | area (um^2)
after floorplan | 0.928 | 349
after global placement | 1.91 | 601
after detailed placement | 1.90 | 601
after CTS | 1.48 | 668
after global routing | 1.47 | 686
final | 1.43 | 686
==> area by class of cell <==
type | instances | area, um^2
Fill cell | 388 | 2730
Timing Repair Buffer | 31 | 259
Tap cell | 46 | 57.6
Inverter | 2 | 7.51
Multi-Input combinational cell | 39 | 362
==> final timing paths <==
kind	start	end	slack (ns)
max	bcd[2]	segmentos[3]	0.06
min	bcd[0]	segmentos[1]	1.43
==> what timing repair did <==
| item | CTS | global route |
|---|---|---|
| buffers inserted | 4 | 0 |
| pin swaps | 8 | 4 |
| setup endpoints to repair | 7 | 4 |
| gates resized | 25 | 9 |
Power is estimated from default activity; no workload was simulated.
