$ cat ./run.sh
#!/bin/bash
# OpenROAD 26Q1-2900-gdf79404cd8, Yosys 0.63+post, stock flow scripts
make -C /OpenROAD-flow-scripts/flow DESIGN_CONFIG=/design/flow/config.mk WORK_HOME=/design/flow/orfs finish
$ cat ./config.mk
export PLATFORM = sky130hd
export DESIGN_NAME = temporizador
export DESIGN_NICKNAME = temporizador
export VERILOG_FILES = /design/flow/design.v
export SDC_FILE = /design/flow/constraint.sdc
export NUM_CORES = 4
export LEC_CHECK = 1
export CORE_AREA = 10 10 76 76
export DIE_AREA = 0 0 86 86
export SYNTH_HDL_FRONTEND = slang
$ cat ./constraint.sdc
current_design temporizador

set clk_period 3.0
set clk_io_pct 0.2

create_clock -name clk0 -period $clk_period [get_ports {clk}]

set non_clock_inputs [all_inputs -no_clocks]
set_input_delay [expr $clk_period * $clk_io_pct] -clock clk0 $non_clock_inputs
set_output_delay [expr $clk_period * $clk_io_pct] -clock clk0 [all_outputs]
$ cat ./design.v
module temporizador (
    input clk,   
    input enter,
    input reset,
    input [4:0] ciclos_R, ciclos_G, ciclos_B,
    output [2:0] flags
);
    parameter r = 2'd2, g = 2'd1, b = 2'd0;
    parameter start = 2'b00, R_count = 2'b01, G_count = 2'b11, B_count = 2'b10; 
    reg [3:0] contador = 0;			
    reg [1:0] RGB_count = 0;        
    always @(posedge clk) begin
        if( !reset )
            RGB_count <= start;
        else begin
            case (RGB_count)
                start: begin
                            if(enter)   RGB_count <= R_count; 
                            else        RGB_count <= RGB_count;
                        end
                R_count: begin       
                            if(contador >= ciclos_R) begin
                                RGB_count <= G_count;     
                                contador <= 0;          
                            end
                            else contador <= contador + 1;
                        end
                G_count: if(contador >= ciclos_G) begin
                            RGB_count <= B_count;
                            contador <= 0;
                        end
                        else contador <= contador + 1;
                B_count: if(contador >= ciclos_B) begin
                            RGB_count <= start;
                            contador <= 0;
                        end
                        else contador <= contador + 1;
            endcase
        end
    end
    assign flags[r] = (contador >= ciclos_R);
    assign flags[g] = (contador >= ciclos_G);
    assign flags[b] = (contador >= ciclos_B);
endmodule
==> run notes <==
run results: Fin. Hold Viols=0, vias=618, VDD IR max=0.000173 V, clock latency (worst-skew pair)=0.23 ns, fmax=350 MHz, Routed WL per cell=10.6 µm, GR Layer Usage met2=0.0588, yosys warning tally=0, ys cells=79, Worst Max-Slew Pin Slew=0.383 ns, vias per inst=3.99, first-pass GRT wire length=2740 µm, Antenna Nets Post-Route=0, register area share after synthesis=0.299, largest net degree at the start of global routing=6, PortBufs=20, met1 GRT Util=0.0617, dpl cell area=947 µm², distinct lib cells=24, yosys stat area=669 µm², height of the die=86 µm, diode count=0, CP Launch Type=input port, vias in the first global route=614, CP cell instances=clkdlybuf4s50_1 -> inv_1 -> ha_1 -> a21oi_1 -> o21ai_2 -> a21oi_2 -> nor2_1 -> clkdlybuf4s50_1, number of DRC markers in iteration 0=13, Placer Congestion=0.746, # setup viols final=0, GRT overflow=0, fillcell total=448, Reg-to-Reg Start=contador[2], final non-filler cell total=155, synthesized area per cell=8.47 µm², min-delay src=RGB_count[0], Overall Power=0.000362 W, Die ar.=7400 µm², clock-pin slew on the worst setup and hold paths=0.04 ns, met3 Track Usage GR=0.0267, clock root cell=clkbuf_8, crit path DAT=2.26 ns, GR Util All Layers=0.0442, register area=200 µm², most frequent CP cell=clkdlybuf4s50_1, Worst Path Required=2.40 ns, busiest grt layer=met1, Worst Hold Class=register to register, Synth flops=8, fraction of layout cells with a size suffix above 1=0.114, Routed WL=1640 µm, Async SR Flop Fraction=0, CP startpoint=ciclos_B[2], crit share post-route=0.952, status=finished clean, DRC Markers=0, hold_ws=0.470 ns, DR pass1 iterations=4, clock sinks=8, Max-cap violations=0, clock skew=0.00137 ns, Post-Place Cells=151, Starting Density=0.163, crit path kind=input port to output pin, Comb gate area=432 µm², Top cells excl fill/tap=clkdlybuf4s50_1 (19), inv_1 (16), ha_1 (13), Power Density=356 nW/µm², Top FF cell, synth=edfxtp_1, CTS buffer count=3, CP Capture Type=output pin, Log Warnings=25, Die Wd=86 µm, Finished Cell Area=1020 µm², Mapped Cells=79, Netlist Area Pre-Place=669 µm², CP max stage delay=0.45 ns, initial antenna violation count=0, dominant logic cell type in the layout=clkdlybuf4s50_1, Period minus WS final=2.86 ns, Final Max Tran Viols=0, placed wire-length estimate=1340 µm, num rows=23, Syn-to-layout area delta=52.0%, CP max stage cell=clkdlybuf4s50_1, Ports=21, crit path max fanout=2, RSZ-0062 raised after global routing=false, Setup Buffers After CTS=0, Crit path buffers/inverters=3, TritonCTS clock tree=done, P_leak=0.449 nW, number of enable flip-flop cells=4, H-tree levels=1, hold buffer count at cts=0, CP delay by family, top=buffers and inverters, clock buffer depth=2, Slew HR=0.742, core box area=4120 µm²
[path summary, 6_finish.rpt]
kind	to	slack, ns	cells after the start
worst min register to register	RGB_count[2]	0.47	2
worst max-delay path	flags[0]	0.14	8
worst max register to register	contador[1]	1.08	6
worst min-delay path	RGB_count[2]	0.47	2
[metal layers]
metal | vias to the layer above | part of all wire
li1 | 332 | -
met1 | 261 | 0.50
met2 | 23 | 0.38
met3 | 2 | 0.12
met4 | 0 | 0.0036
met5 | - | 0
[per-stage QoR]
step / util / TNS, ns / worst slack [ns]
after detailed placement: 0.230 / -0.0140 / -0.0140
after CTS: 0.242 / 0 / 0.00421
after floorplan: - / 0 / 1.07
after global placement: 0.230 / -0.0124 / -0.0124
after global routing: 0.247 / 0 / 0.00337
final: 0.247 / 0 / 0.144
[area by class of cell]
cell class / count / share of cell area
Clock buffer: 4 / 0.0443
Inverter: 16 / 0.0590
Multi-Input combinational cell: 55 / 0.424
Sequential cell: 8 / 0.197
Tap cell: 50 / 0.0615
Timing Repair Buffer: 22 / 0.214
[report_power, final]
part	internal, W	leakage, nW	switching (W)	total [W]
clock	0.0000920	0.0228	0.0000418	0.000134
combinational	0.0000565	0.357	0.0000419	0.0000985
sequential	0.000123	0.0700	0.00000599	0.000129
total	0.000272	0.449	0.0000897	0.000362
[kinds of logic after synthesis]
family | Yosys count | share of synthesized area
AND/OR/NAND/NOR | 18 | 0.133
XOR/XNOR | 2 | 0.0262
adder cells (fa/ha/maj) | 13 | 0.243
AND-OR/OR-AND | 22 | 0.209
flip-flops | 8 | 0.299
buffers and inverters | 16 | 0.0897
[synth_stat cells, types with 3 or more instances]
| cell type | n | area, µm² |
|---|---|---|
| inv_1 | 16 | 60.1 |
| nor2_1 | 6 | 22.5 |
| dfxtp_1 | 4 | 80.1 |
| a31oi_1 | 4 | 25.0 |
| nand2_1 | 4 | 15.0 |
| o21ai_0 | 6 | 30.0 |
| edfxtp_1 | 4 | 120 |
| ha_1 | 13 | 163 |
| nor2b_1 | 3 | 18.8 |
| a21oi_1 | 5 | 25.0 |
[state kept, by name, summed over array words and instances (netlist names)]
| name | count |
|---|---|
| RGB_count | 4 |
| contador | 4 |
[worst min-delay path, cell delays in order, from the launching register on]
cell and delay (ns):
dfxtp_1 0.30, nand2_1 0.06, a21oi_1 0.06
[repair_timing]
item / CTS / global route
pin swaps: 0 / 1
gates resized: 1 / 8
setup endpoints to repair: 1 / 3
Power is estimated from default activity; no workload was simulated.
