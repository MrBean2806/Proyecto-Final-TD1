### design/flow/design.v
module Clock_Divider(
    input clock_in,
    output clock_out
    );
	reg[27:0] contador = 28'd0;     
	parameter DIVISOR = 28'd2;       
	always @(posedge clock_in)
	begin
		if(contador >= (DIVISOR-1))           
			contador <= 28'd0;
		else 
			contador <= contador + 28'd1; 
	end
	assign clock_out = (contador < DIVISOR/2) ? 1'b0 : 1'b1;
endmodule
module Drv_display(
	input clk,
	input [4:0] u, d, c,
	output reg [2:0] enable = 3'b001,
	output [6:0] segmentos		 
);
reg [4:0] hex = 5'd16;
reg [1:0] estado = 2'd0;
always @(posedge clk) begin
	if(estado >= 2'b10)
		estado <= 2'd0; 
	else 
		estado <= estado + 2'd1;
end
always @(*) begin
	case(estado)
		2'b00: begin 
					hex <= u; 
					enable <= 3'b100; 
				 end
		2'b01: begin 
					hex <= d; 
					enable <= 3'b010; 
				 end
		2'b10: begin 
					hex <= c; 
					enable <= 3'b001; 
				 end
		default: begin 
					hex <= 5'd17;
					enable <= 3'd7; 	
					end
	endcase
end
Hex_7segmentos Decoder (.hex(hex), .segmentos(segmentos));
endmodule
module FSM(
    input clk,
    input reset,
    input RGB_full,
    input [2:0] flags,
    input enter,
    output reg [2:0] Motores = 3'd0,
	 output reg trigger = 1'd0,
	 output [2:0] est 
);
    parameter r = 2'd2, g = 2'd1, b = 2'd0;
    parameter lectura = 3'b0, espera = 3'b001,
              carga_R = 3'b011, carga_Y = 3'b100, carga_B = 3'b101;
    reg [2:0] estado, estado_pos = 3'd0;
    always @ (posedge clk, negedge reset) begin
        if( !reset )
            estado <= lectura;
        else estado <= estado_pos;
    end
    always @ (*)   begin
        case(estado)
            lectura:    if(RGB_full) estado_pos = espera;
                        else estado_pos = estado;
            espera:     if(!RGB_full) estado_pos = lectura;
                        else if(enter)  estado_pos = carga_R;
                        else estado_pos = espera;
            carga_R:    if( flags[r] ) estado_pos = carga_Y;    else estado_pos = carga_R;
            carga_Y:    if( flags[g] ) estado_pos = carga_B;    else estado_pos = carga_Y;
            carga_B:    if( flags[b] ) estado_pos = lectura;  else estado_pos = carga_B;
			default: 	estado_pos = lectura;
        endcase
    end
    always @ (*)   begin
        case (estado)
            lectura: begin  Motores = 3'b000; trigger = 1'd0; end
            espera:  begin  Motores = 3'b000; trigger = 1'd0; end
            carga_R: begin  Motores = 3'b100; trigger = 1'd1; end
            carga_Y: begin  Motores = 3'b010; trigger = 1'd0; end
            carga_B: begin  Motores = 3'b001; trigger = 1'd0; end
            default: begin  Motores = 3'b000; trigger = 1'd0; end
        endcase
    end
assign est = estado;
endmodule
module Hex_7segmentos(
	input [4:0] hex,
	output reg [6:0] segmentos = 7'd0  
);
always@(hex)	begin
	case(hex)
		5'b00000: segmentos = 7'b1111110;  
		5'b00001: segmentos = 7'b0110000;  
		5'b00010: segmentos = 7'b1101101;  
		5'b00011: segmentos = 7'b1111001;  
		5'b00100: segmentos = 7'b0110011;  
		5'b00101: segmentos = 7'b1011011;  
		5'b00110: segmentos = 7'b1011111;  
		5'b00111: segmentos = 7'b1110000;  
		5'b01000: segmentos = 7'b1111111;  
		5'b01001: segmentos = 7'b1111011;  
		5'b01010: segmentos = 7'b1110111;  
		5'b01011: segmentos = 7'b0011111;  
		5'b01100: segmentos = 7'b1001110;  
		5'b01101: segmentos = 7'b0111101;  
		5'b01110: segmentos = 7'b1001111;  
		5'b01111: segmentos = 7'b1000111;  
		5'b10000: segmentos = 7'b0000000;  
		5'b10001: segmentos = 7'b0000001;  
		default: segmentos = 7'b0000000;   
	endcase
end
endmodule
module Memoria_RGB(
	input clk,
	input reset,	 
	input [4:0] digito,
	input cambio_digito,
	output reg [4:0] u = 5'd16,
	output reg [4:0] d = 5'd16,
	output reg [4:0] c = 5'd16,
	output RGB_full
);
reg [2:0] sel = 3'd0;
always @(posedge clk, negedge reset) begin
	if( !reset )	begin
		sel <= 0;
		u <= 5'd16;
		d <= 5'd16;
		c <= 5'd16;
	end
	else begin
		case(sel)
			3'b001: begin 	
						u <= digito;
						d <= 5'd16;
						c <= 5'd16;
						sel <= sel + 3'd1;	
					end
			3'b011: begin 
						u <= digito;
						d <= u;
						c <= 5'd16;
						sel <= sel + 3'd1;		
					end
			3'b101: begin 
						u <= digito;
						d <= u;
						c <= d;
						sel <= 3'd0;		 
					end
			default: begin
						u <= u;
						d <= d;
						c <= c;
						if(cambio_digito)
							sel <= sel + 3'd1;
						end
		endcase
	end
end
assign RGB_full = (~u[4]) & (~d[4]) & (~c[4]); 	 
endmodule
module Temporizador (
    input clk,reset,   
    input trigger,
    input [4:0] ciclos_R, ciclos_G, ciclos_B,
    output reg [2:0] flags
);
    parameter r = 2'd2, g = 2'd1, b = 2'd0;
    parameter start = 2'b00, R_count = 2'b01, G_count = 2'b11, B_count = 2'b10; 
    reg [3:0] contador = 4'd0;			
    reg [1:0] RGB_count = 2'd0;        
    always @(posedge clk, negedge reset) begin
		if(!reset)
			RGB_count <= start;
		else begin
        case (RGB_count)
            start: begin
								flags <= 3'd0;
                        if(trigger)   RGB_count <= R_count; 
                        else        RGB_count <= start;  
                    end
            R_count: begin       
                        if(contador >= ciclos_R) begin
                            RGB_count <= G_count;     
									 flags <= 3'b100;
                            contador <= 4'd0;          
                        end
                        else begin contador <= contador + 4'd1;end
                    end
            G_count: begin 
								if(contador >= ciclos_G) begin
									RGB_count <= B_count;
									flags <= 3'b010;
									contador <= 4'd0;
								end
								else begin contador <= contador + 4'd1;end
						  end
            B_count: begin
								if(contador >= ciclos_B) begin
									RGB_count <= start;
									flags <= 3'b001;
									contador <= 4'd0;
							   end
								else begin contador <= contador + 4'd1; end
							end
        endcase
      end
    end
endmodule
module Top(
    input clk, enter, reset,
    input [3:0] col, 
    output [3:0] fila,
    output [6:0] segmentos,
    output [2:0] enable,
    output [2:0] leds,
	 output [2:0] motores
);
wire [4:0] digito,U,D,C;
wire clk_5ms;		
wire clk_2ms, clk_1ms,clk_400ms;
wire clk_test;	 
wire full;
wire cambio;
wire [2:0] flags;
wire trigger;
wire [2:0]estado;
wire reset_memoria;
wire [2:0]m;
Clock_Divider #50_000 Clk_1ms(.clock_in(clk), .clock_out(clk_1ms));
Clock_Divider #100_000 Clk_2ms(.clock_in(clk), .clock_out(clk_2ms));
Clock_Divider #40_000_000 Clk_800ms(.clock_in(clk), .clock_out(clk_400ms));
Driver_teclado teclado(.clk(clk_1ms), .fila(fila),
                    .col(col), .digito(digito), .cambio_digito(cambio));
Memoria_RGB memoria(.clk(clk_1ms),.reset(reset_memoria),.digito(digito),.cambio_digito(cambio),.u(U),.d(D),.c(C),.RGB_full(full));
Drv_display display(.clk(clk_2ms), .c(C), .d(D), .u(U),
                    .enable(enable), .segmentos(segmentos));    
Temporizador timer(.clk(clk_400ms), .trigger(trigger),.reset(reset),
                   .ciclos_R(C), .ciclos_G(D), .ciclos_B(U), .flags(flags) );						  
FSM fsm(.clk(clk), .reset(reset), .RGB_full(full),
        .flags(flags), .enter(enter), .Motores(m),.trigger(trigger),.est(estado));						  
assign leds[2:0] = {~estado[0],~estado[1],~estado[2]};
assign reset_memoria =  ~flags[0] & reset;
assign motores=~m;
endmodule
module Driver_teclado(
	input clk,		 
	input [3:0] fila,
	output reg [3:0] col = 4'b0001,
	output reg [4:0] digito = 5'd16,
	output reg cambio_digito
);
reg [4:0] aux = 5'b10000;
parameter fila_1 = 4'b0001, col_1 = 4'b0001,
		  fila_2 = 4'b0010, col_2 = 4'b0010,
		  fila_3 = 4'b0100, col_3 = 4'b0100,
		  fila_4 = 4'b1000, col_4 = 4'b1000;
always @(posedge clk) begin
	begin
		col <= col <<< 1;
		if(col == 4'b1000)
			col <= 4'b0001;
	end
end
always @(posedge clk) begin
	if(fila == 4'd0) begin
		digito <= digito;
		cambio_digito <= 1'b0;
	end
	else begin
		digito <= aux;
		cambio_digito <= 1'b1;
	end
end
always @(fila, col) begin
	case(col)
		col_1: begin
					case(fila)
						fila_1: aux = 5'd1;
						fila_2: aux = 5'd4;
						fila_3: aux = 5'd7;
						fila_4: aux = 5'hF;
						default: aux = 5'd16;
					endcase
				 end
		col_2: begin
					case(fila)
						fila_1: aux = 5'd2;
						fila_2: aux = 5'd5;
						fila_3: aux = 5'd8;
						fila_4: aux = 5'd0;
						default: aux = 5'd16;
					endcase
				 end
		col_3: begin
					case(fila)
						fila_1: aux = 5'd3;
						fila_2: aux = 5'd6;
						fila_3: aux = 5'd9;
						fila_4: aux = 5'hE;
						default: aux = 5'd16;
					endcase
				 end
		col_4: begin
					case(fila)
						fila_1: aux = 5'hA;
						fila_2: aux = 5'hB;
						fila_3: aux = 5'hC;
						fila_4: aux = 5'hD;
						default: aux = 5'd16;
					endcase
				 end
		default: begin
					aux = 5'b10001;
				 end
	endcase
end
endmodule
### design/flow/run.sh
#!/bin/bash
# OpenROAD 26Q1-2900-gdf79404cd8, Yosys 0.63+post, stock flow scripts
make -C /OpenROAD-flow-scripts/flow DESIGN_CONFIG=/design/flow/config.mk WORK_HOME=/design/flow/orfs finish
### design/flow/config.mk
export PLATFORM = sky130hd
export DESIGN_NAME = Top
export DESIGN_NICKNAME = Top
export VERILOG_FILES = /design/flow/design.v
export SDC_FILE = /design/flow/constraint.sdc
export NUM_CORES = 4
export LEC_CHECK = 1
export CORE_UTILIZATION = 50
export SYNTH_HDL_FRONTEND = slang
### design/flow/constraint.sdc
current_design Top

set clk_period 5.6
set clk_io_pct 0.2

create_clock -name clk0 -period $clk_period [get_ports {clk}]

set non_clock_inputs [all_inputs -no_clocks]
set_input_delay [expr $clk_period * $clk_io_pct] -clock clk0 $non_clock_inputs
set_output_delay [expr $clk_period * $clk_io_pct] -clock clk0 [all_outputs]
==> flow_summary_export.csv <==
group,metric,value,unit
worst_setup_path,critPathCaptureType,"output pin",
cts,clk_path_buf_depth,2,
floorplan,die.size.y,78.4,um
yosys,synthMuxAreaShare,0,%
detailed_routing,drt_iter0_markers,75,
timing,setup_viol,0,
cells_and_area,final_core_util,59.4,%
job,tool_warnings,32,
floorplan,io_pins,27,
worst_setup_path,start_kind,"register",
timing,tightest_slew,0.708,ns
global_routing,grt.total_usage,19.6,%
cts,ctsRootBufferMaster,"clkbuf_8",
detailed_routing,wirelength,5.24,mm
yosys,xor_share,8.09,%
worst_setup_path,rr_worst_depth,5,
cts,post_cts_buffers,0,
timing,skew,0.00854,ns
floorplan,die_w,78.4,um
yosys,topCombFamilyByArea,"simple AND/OR/NAND/NOR gates",
timing,unclocked_pins,5,
pwr,peakVddDrop,0.208,mV
yosys,synth_area,2920,um2
yosys,ys_async_sr_fraction,7.81,%
timing,fin_crit_sh,48.7,%
yosys,ff_type,"dfxtp_1",
cts,insertion_delay,0.34,ns
yosys,synthCells,314,
detailed_routing,ant_nets,0,
detailed_routing,routedWlPerCell,12.7,um
cells_and_area,final-instance-count-excl-fill,412,
placed_design,dp_cells,396,
global_routing,antenna_found_initial,0,
detailed_routing,drcViolationCount,0,
floorplan,core-area,5570,um2
floorplan,placementRows,27,
cts,cts_resized,0,
worst_setup_path,crit_path_start,"fsm.est[0]",
timing,hold_violations,0,
yosys,synth.distinct_cells,48,
yosys,top_cell,"dfxtp_1",
yosys,ys_ff,64,
timing,fmax,0.367,GHz
timing,untimed_endpoints,10,
min_path,hold_class,"reg -> reg",
detailed_routing,dr_total_vias,2253,
yosys,yosysTopAreaCell,"dfxtp_1",
global_routing,gr-total-overflow,0,
timing,fin_ws,2.87,ns
global_routing,grt_pass1_vias,2057,
timing,fin_tns_setup,0,ns
timing,finalMaxSlewViolations,0,
yosys,adder_share,2.14,%
detailed_routing,drt_first_pass_iters,4,
yosys,syn_avg_cell_area,9.30,um2
cts,htreeDepth,3,
yosys,yosysWarnings,8,
yosys,ys_cells,314,
floorplan,dieArea,6150,um2
placed_design,dpl.hpwl,3.39,mm
yosys,yosysTopAreaCellShare,39.7,%
global_routing,grt_max_degree,27,
cts,cts_tree,"done",
job,drv_cap,0,
worst_setup_path,regToRegSetupSlack,3.36,ns
timing,slew_headroom,52.7,%
placed_design,gp_congestion,0.810,
cells_and_area,area_growth,13.4,%
status,outcome,"completed",
timing,rsz0062_at_grt,"false",
worst_setup_path,cp_max_fo,4,
worst_setup_path,worstPathRequired,4.48,ns
worst_setup_path,critPathKind,"reg -> out",
worst_setup_path,r2r-end,"Clk_800ms.contador[14]",
yosys,ys_area,2920,um2
min_path,worstHoldPathCells,1,
yosys,ys_sh_simple,27.4,%
timing,timing.hold.ws,0.492,ns
cts,cts_buffers,9,
detailed_routing,via_per_inst,5.47,
timing,min_period,2.73,ns
global_routing,grt_pass1_wl,9.42,mm
yosys,synthAoiAreaFrac,10.5,%
cts,clk_pin_slew,0.06,ns
placed_design,port-buffer-count,11,
floorplan,floorplan.core_util,52.4,%
pwr,power-per-cell-area,266,nW/um2
cts,hold_buffers,0,
worst_setup_path,cp.arrival,1.61,ns
yosys,synth-seq-area-share,45.1,%
yosys,common_cells,"58 x dfxtp_1, 42 x nor3_1, 20 x xnor2_1",
detailed_routing,num_antenna_cells,0,
worst_setup_path,cp-endpoint,"motores[2]",
pwr,p_leak,1.17,nW
worst_setup_path,reg2reg_from,"Clk_800ms.contador[23]",
yosys,synth-edff-count,1,
yosys,top_cells_by_area,"dfxtp_1 40%, nor3_1 7.2%, xnor2_1 6.0%",
placed_design,place_ws,3.21,ns
cells_and_area,drive_above_1_share,8.53,%
==> flip-flops by register name, indices dropped and copies added (netlist names) <==
register / cells
fsm.est: 3
timer.RGB_count: 2
display.estado: 2
Clk_2ms.contador: 28
Clk_800ms.contador: 28
timer.flags: 1
==> where the power goes <==
group,switching [mW],internal (mW),total (mW)
Sequential,0.00399,0.429,0.433
Combinational,0.00936,0.00508,0.0144
Clock,0.162,0.272,0.435
Total,0.176,0.707,0.882
==> cell type report <==
| cell class | count | area [um2] |
|---|---|---|
| fillers | 487 | 2260 |
| multi-input cells | 233 | 1500 |
| flip-flops and latches | 64 | 1320 |
| clock buffers | 11 | 151 |
| repair buffers | 13 | 125 |
| well taps | 72 | 90.1 |
| clock inverters | 5 | 75.1 |
| inverters | 14 | 52.6 |
==> cells by family after synthesis <==
group / Yosys count
adder cells (fa/ha/maj): 5
other: 1
AND/OR/NAND/NOR: 139
flip-flops: 64
AND-OR/OR-AND: 39
buffers and inverters: 39
XOR/XNOR: 27
==> per-layer routing <==
metal	up-vias	global-route usage, %	part of all wire [%]
met5	-	0	0
met4	0	2.78	1.3
met3	7	5.08	4.2
met2	42	31.0	45
met1	1027	28.7	50
li1	1177	-	-
==> critical path, stage by stage (launching register included) <==
cell and delay, ns:
dfrtp_1 0.34, inv_1 0.06, nor3_1 0.31, inv_1 0.13
clkdlybuf4s50_1 0.42
==> worst min path at each step <==
stage	startpoint	endpoint
after global routing	Clk_2ms.contador[0]	Clk_2ms.contador[0]
after CTS	Clk_2ms.contador[0]	Clk_2ms.contador[0]
final	Clk_2ms.contador[0]	Clk_2ms.contador[0]
==> per-stage QoR <==
stage | power [mW] | cell area [um2]
finish | 0.882 | 3310
detailed placement | 0.457 | 3090
floorplan | 0.457 | 3000
global placement | 0.457 | 3090
CTS | 0.894 | 3310
global route | 0.918 | 3310
==> placed cells by master (no fill, tap or decap), types with 3 or more instances in the layout <==
master	netlist	layout
inv_1	14	14
o31ai_1	9	9
or3_1	4	4
nor2b_1	3	3
xor2_1	7	7
ha_1	5	5
conb_1	1	23
dfxtp_1	58	58
nor4_1	10	10
nor3_1	42	42
dfrtp_1	4	4
clkdlybuf4s50_1	0	11
or4_1	9	9
clkinv_2	0	3
a211oi_2	3	3
nand3_1	16	16
and4_1	6	6
nor2_1	8	8
a21oi_1	3	3
xnor2_1	20	20
o21ai_0	4	4
a211oi_1	9	9
nand4_1	12	12
clkbuf_8	0	11
nand2_1	15	15
Power and IR drop assume default switching activity.
